<file path="/design/flow/run.sh">
#!/bin/bash
# OpenROAD 26Q1-2900-gdf79404cd8, Yosys 0.63+post, stock flow scripts
make -C /OpenROAD-flow-scripts/flow DESIGN_CONFIG=/design/flow/config.mk WORK_HOME=/design/flow/orfs finish
</file>
<file path="/design/flow/config.mk">
export PLATFORM = sky130hd
export DESIGN_NAME = uart
export DESIGN_NICKNAME = uart
export VERILOG_FILES = /design/flow/design.v
export SDC_FILE = /design/flow/constraint.sdc
export NUM_CORES = 4
export LEC_CHECK = 1
export CORE_UTILIZATION = 30
</file>
<file path="/design/flow/constraint.sdc">
current_design uart

set clk_period 4.4
set clk_io_pct 0.2

create_clock -name clk0 -period $clk_period [get_ports {clk}]

set non_clock_inputs [all_inputs -no_clocks]
set_input_delay [expr $clk_period * $clk_io_pct] -clock clk0 $non_clock_inputs
set_output_delay [expr $clk_period * $clk_io_pct] -clock clk0 [all_outputs]
</file>
<file path="/design/flow/design.v">
module uart(clk,rst,rx,tx_data_in,start,rx_data_out,tx,tx_active,done_tx);
parameter clk_freq = 50000000;  
parameter baud_rate = 19200;  
parameter clock_divide = (clk_freq/baud_rate);
  input clk,rst; 
  input rx;
  input [7:0] tx_data_in;
  input start;
  output tx; 
  output [7:0] rx_data_out;
  output tx_active;
  output done_tx;
uart_rx 
       #(.clk_freq(clk_freq),
	 .baud_rate(baud_rate)
	)
      receiver
             (
              .clk(clk),
	      .rst(rst),
	      .rx(rx),
	      .rx_data_out(rx_data_out)
             );
uart_tx 
       #(.clk_freq(clk_freq),
	 .baud_rate(baud_rate)
        )
      transmitter			 
               (               
                .clk(clk),
		.rst(rst),
		.start(start),
		.tx_data_in(tx_data_in),
		.tx(tx),
		.tx_active(tx_active),
		.done_tx(done_tx)
               );
endmodule
module uart_rx(clk,rst,rx,rx_data_out);
parameter clk_freq = 50000000;  
parameter baud_rate = 19200;  
input clk;
input rst;
input rx;
output [7:0] rx_data_out;
localparam clock_divide = (clk_freq/baud_rate);
enum bit [2:0] { rx_IDLE = 3'b000,
                 rx_START = 3'b001,
		 rx_DATA = 3'b010,
		 rx_STOP = 3'b011,
		 rx_DONE = 3'b100 } rx_STATE, rx_NEXT;
logic [11:0] clk_div_reg,clk_div_next;
logic [7:0] rx_data_reg,rx_data_next;
logic [2:0] index_bit_reg,index_bit_next;
always_ff @(posedge clk) begin
if(rst) begin
rx_STATE <= rx_IDLE;
clk_div_reg <= 0;
rx_data_reg <= 0;
index_bit_reg <= 0;
end
else begin
rx_STATE <= rx_NEXT;
clk_div_reg <= clk_div_next;
rx_data_reg <= rx_data_next;
index_bit_reg <= index_bit_next;
end
end
always @(*) begin
rx_NEXT = rx_STATE;
clk_div_next = clk_div_reg;
rx_data_next = rx_data_reg;
index_bit_next = index_bit_reg;
case(rx_STATE)					 
rx_IDLE: begin
clk_div_next = 0;
index_bit_next = 0;
if(rx == 0) begin
rx_NEXT = rx_START;
end
else begin
rx_NEXT = rx_IDLE;
end
end
rx_START: begin
if(clk_div_reg == (clock_divide-1)/2) begin
if(rx == 0) begin
clk_div_next = 0;
rx_NEXT = rx_DATA;
end
else begin
rx_NEXT = rx_IDLE;
end
end
else begin
clk_div_next = clk_div_reg + 1'b1;
rx_NEXT = rx_START;
end
end
rx_DATA: begin
if(clk_div_reg < clock_divide-1) begin
clk_div_next = clk_div_reg + 1'b1;
rx_NEXT = rx_DATA;
end
else begin
clk_div_next = 0;
rx_data_next[index_bit_reg] = rx;
if(index_bit_reg < 7) begin
index_bit_next = index_bit_reg + 1'b1;
rx_NEXT = rx_DATA;
end
else begin
index_bit_next = 0;
rx_NEXT = rx_STOP;
end
end
end
rx_STOP: begin
if(clk_div_reg < clock_divide - 1) begin
clk_div_next = clk_div_reg + 1'b1;
rx_NEXT = rx_STOP;
end
else begin
clk_div_next = 0;
rx_NEXT = rx_DONE;
end
end
rx_DONE: begin
rx_NEXT = rx_IDLE;
end
default: rx_NEXT = rx_IDLE;
endcase
end
assign rx_data_out = rx_data_reg;
endmodule
module uart_tx(clk,rst,start,tx_data_in,tx,tx_active,done_tx);
parameter clk_freq = 50000000;  
parameter baud_rate = 19200;  
input clk,rst;
input start;
input [7:0] tx_data_in;
output tx;
output tx_active;
output logic done_tx;
localparam clock_divide = (clk_freq/baud_rate);
enum bit [2:0]{ tx_IDLE = 3'b000,
                tx_START = 3'b001,
		tx_DATA = 3'b010,
	        tx_STOP = 3'b011,
		tx_DONE = 3'b100 } tx_STATE, tx_NEXT;
logic [11:0] clk_div_reg,clk_div_next;
logic [7:0] tx_data_reg, tx_data_next;
logic tx_out_reg,tx_out_next;
logic [2:0] index_bit_reg,index_bit_next;
assign tx_active = (tx_STATE == tx_DATA);
assign tx = tx_out_reg;
always_ff @(posedge clk) begin
if(rst) begin
tx_STATE <= tx_IDLE;
clk_div_reg <= 0;
tx_out_reg <= 0;
tx_data_reg <= 0;
index_bit_reg <= 0;
end
else begin
tx_STATE <= tx_NEXT;
clk_div_reg <= clk_div_next;
tx_out_reg <= tx_out_next;
tx_data_reg <= tx_data_next;
index_bit_reg <= index_bit_next;
end
end
always @(*) begin
tx_NEXT = tx_STATE;
clk_div_next = clk_div_reg;
tx_out_next = tx_out_reg;
tx_data_next = tx_data_reg;
index_bit_next = index_bit_reg;
done_tx = 0;
case(tx_STATE)
tx_IDLE: begin
tx_out_next = 1;
clk_div_next = 0;
index_bit_next = 0;
if(start == 1) begin
tx_data_next = tx_data_in;
tx_NEXT = tx_START;
end
else begin
tx_NEXT = tx_IDLE;
end
end
tx_START: begin
tx_out_next = 0;
if(clk_div_reg < clock_divide-1) begin
clk_div_next = clk_div_reg + 1'b1;
tx_NEXT = tx_START;
end
else begin
clk_div_next = 0;
tx_NEXT = tx_DATA;
end
end
tx_DATA: begin
tx_out_next = tx_data_reg[index_bit_reg];
if(clk_div_reg < clock_divide-1) begin
clk_div_next = clk_div_reg + 1'b1;
tx_NEXT = tx_DATA;
end
else begin
clk_div_next = 0;
if(index_bit_reg < 7) begin
index_bit_next = index_bit_reg + 1'b1;
tx_NEXT = tx_DATA;
end
else begin
index_bit_next = 0;
tx_NEXT = tx_STOP; 
end
end
end
tx_STOP: begin
tx_out_next = 1;
if(clk_div_reg < clock_divide-1) begin
clk_div_next = clk_div_reg + 1'b1;
tx_NEXT = tx_STOP;
end
else begin
clk_div_next = 0;
tx_NEXT = tx_DONE;
end
end
tx_DONE: begin
done_tx = 1;
tx_NEXT = tx_IDLE;
end
default: tx_NEXT = tx_IDLE;
endcase
end
endmodule 
</file>
==> reports/qor.yml <==
routing:
  n_antenna_cell: 0
  drc_errors: 0
  dr.pass1.iters: 4
  drtAntennaViolNets: 0
  vias: 2196
  viasPerCell: 4.89
  drtIter0Drc: 80
  drt_wl_total_mm: 5.29
  wire_per_inst_um: 11.8
synthesis:
  top_logic_kind: "simple AND/OR/NAND/NOR gates"
  synthCells: 310
  syn_avg_cell_area_um2: 8.76
  largest_area_cell: "dfxtp_1"
  ys_warn_count: 2
  synth_seq_share_pct: 42.0
  top_cells_by_area: "dfxtp_1 42%, nor2_1 5.0%, a21oi_1 4.2%"
  fa_ha_area_share_pct: 3.69
  ys_cells: 310
  synth-edff-count: 0
  simple_gate_share_pct: 23.5
  top_cell_area_share_pct: 42.0
  yosysMostFrequentCell: "dfxtp_1"
  synth_cell_types: 60
  synthFlopType: "dfxtp_1"
  ys_sh_xor_pct: 7.10
  mux_share_pct: 2.44
  ys_seq_elements: 57
  ys_sh_aoi_pct: 17.4
  yosys-top-cells-count: "57 x dfxtp_1, 36 x nor2_1, 27 x nand2_1"
  syn_area_um2: 2720
  yosysChipArea_um2: 2720
  synthArstFlopShare_pct: 0
global_route:
  grt_pass1_wl_mm: 9.36
  antenna_found_initial: 0
  gr-usage-all-layers_pct: 12.0
  grt_pass1_vias: 2103
  grt.overflow.total: 0
  grt_max_degree: 30
pwr:
  p_sw_uw: 255
  ir_drop_mv: 0.223
  clkPwrFrac_pct: 44.5
  p_int_uw: 812
  power.share.switching_pct: 23.9
  share_seq_of_total_power_pct: 50.3
  power_density_nw_per_um2: 329
  pwr-share-comb_pct: 5.2
  p_leak_nw: 1.08
cts:
  clockRootBuffer: "clkbuf_8"
  postCtsHoldBufs: 0
  cts_tree: "done"
  htreeDepth: 3
  cts_resized: 0
  clk_pin_slew_worst_paths_ns: 0.07
  cts.sinks: 57
  postCtsSetupRepairBufs: 0
  numCtsBuffers: 9
  clockBufferDepth: 2
  clk_latency_ns: 0.33
run_status:
  status: "completed"
die:
  io_pins: 23
  coreArea_um2: 8720
  chipHeight_um: 97.1
  fp.dieW_um: 97.1
  fp_util_pct: 31.1
  chipArea_um2: 9440
  num_rows: 34
worst_setup_path:
  crit_fanout: 29
  crit_path_start_kind: "primary input"
  rr_startpoint: "receiver.clk_div_reg[0]"
  required_ns: 4.65
  rrSetupSlack_ns: 2.08
  worstSetupEndpointType: "flop"
  startpoint: "rst"
  worstSetupPathType: "in -> reg"
  cp.arrival_ns: 2.67
timing:
  tns_ns: 0
  skew_ns: 0.00633
  rsz0062_at_grt: "no"
  setup_violations: 0
  max_slew_margin_pct: 36.1
  finalMaxSlewViolations: 0
  max_slew.worst_pin.slew_ns: 0.949
  max_freq_ghz: 0.414
  finalCritPeriodShare_pct: 54.9
  hold_viol_final: 0
  period_needed_ns: 2.41
layout:
  fin_cells: 449
  final_util_pct: 37.1
  fin_area_um2: 3240
  fillers: 850
  final_layout_size_suffix_gt1_share_pct: 9.38
  area_delta_synth_final_pct: 19.3
place:
  placed_area_um2: 3040
  place_inst: 433
  gp_congestion: 0.788
  dp_hpwl_mm: 3.68
  io_buffers: 22
worst_hold_path:
  hp-class: "reg -> reg"
  min_from: "receiver.rx_STATE[1]"
run:
  maxCapViolCount: 0
  tool_warnings: 29
[metrics by stage]
stage	power, mW	setup slack, ns	hold WS (ns)
floorplan	0.582	2.48	0.382
CTS	1.08	1.99	0.409
detailed placement	0.604	1.64	0.400
finish	1.07	1.99	0.405
global route	1.12	1.87	0.435
global placement	0.603	1.72	0.386
[cell usage in the layout (no fill, tap or decap), types with 9 or more instances in the layout]
| master | Yosys | final |
|---|---|---|
| nand2_1 | 27 | 27 |
| nor2_1 | 36 | 36 |
| clkbuf_8 | 0 | 9 |
| xor2_1 | 10 | 10 |
| a21oi_1 | 23 | 23 |
| dfxtp_1 | 57 | 57 |
| clkdlybuf4s50_1 | 0 | 22 |
| inv_1 | 17 | 17 |
| xnor2_1 | 12 | 12 |
| nand3_1 | 21 | 21 |
| o21ai_0 | 12 | 12 |
[critical path, cell delays in order]
cell and delay (ns):
clkdlybuf4s50_1 0.65, buf_4 0.36, nor2b_1 0.22, inv_1 0.07, or3_1 0.32, o21ai_0 0.16
[metal layers]
| layer | track usage, % | part of all wire, % |
|---|---|---|
| met5 | 0 | 0 |
| met4 | 1.38 | 1.2 |
| met3 | 3.22 | 3.9 |
| met2 | 19.1 | 45 |
| met1 | 17.1 | 49 |
[worst paths after layout]
check,end,depth (start not counted)
max,receiver.rx_data_reg[3],6
min,receiver.rx_STATE[0],2
max reg2reg,receiver.clk_div_reg[1],6
min reg2reg,receiver.rx_STATE[0],2
[area by class of cell]
type	instances	area, µm²	area share (%)
multi-input cells	227	1470	45.3
flip-flops and latches	57	1140	35.2
repair buffers	24	235	7.26
well taps	108	135	4.17
clock buffers	9	124	3.82
clock inverters	7	71.3	2.20
inverters	17	63.8	1.97
[power groups by stage]
stage | logic, mW | clock network (mW) | registers [mW]
after global routing | 0.0632 | 0.519 | 0.538
final | 0.0559 | 0.474 | 0.536
after CTS | 0.0568 | 0.488 | 0.536
[kinds of logic after synthesis]
logic type / count (synthesis)
AND/OR/NAND/NOR: 124
AND-OR/OR-AND: 69
flip-flops: 57
buffers and inverters: 26
XOR/XNOR: 22
adder cells (fa/ha/maj): 8
multiplexers: 4
Power and IR drop assume default switching activity.
